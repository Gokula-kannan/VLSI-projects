## ./config.mk

```make
export PLATFORM = sky130hd
export DESIGN_NAME = Pearson_hash_v2
export DESIGN_NICKNAME = Pearson_hash_v2
export VERILOG_FILES = /design/flow/design.v
export SDC_FILE = /design/flow/constraint.sdc
export NUM_CORES = 4
export LEC_CHECK = 1
export CORE_AREA = 10 10 70 70
export DIE_AREA = 0 0 80 80
```

## ./constraint.sdc

```tcl
current_design Pearson_hash_v2

set clk_period 1.0
set clk_io_pct 0.2

create_clock -name clk0 -period $clk_period [get_ports {clk}]

set non_clock_inputs [all_inputs -no_clocks]
set_input_delay [expr $clk_period * $clk_io_pct] -clock clk0 $non_clock_inputs
set_output_delay [expr $clk_period * $clk_io_pct] -clock clk0 [all_outputs]
```

## ./design.v

```verilog
`timescale 1ns / 1ps
module Pearson_hash_v2(input clk,reset,en, output [7:0] out);
reg [7:0] S [255:0];
integer i,j;
reg comp;
localparam IDLE = 3'b000,
		   S1 = 3'b001,
		   S2 = 3'b010,
		   S3 = 3'b011;
reg [7:0] hash;
reg [2:0] state,state_next;
wire [7:0] msg [0:7];
assign msg[0] = 8'd47;
assign msg[1] = 8'd17;
assign msg[2] = 8'd48;
assign msg[3] = 8'd12;
assign msg[4] = 8'd26;
assign msg[5] = 8'd28;
assign msg[6] = 8'd40;
assign msg[7] = 8'd21;
always@(posedge clk or posedge reset)
begin
	if(reset)
	begin
		state <= IDLE;
	end
	else 
	begin
		state <= state_next;
	end 
end 
initial
begin
    for(i=8'd0;i<256;i=i+8'd1)
    begin
        S[i] <= i;
    end
end  
always@(state or en)
begin
	state_next = state;
	case(state)
		IDLE:
		begin
				if(en==8'd1)
				begin
					state_next = S1;
					comp=8'd0;
					j = 8'd0;
				end
				else
				begin
				   state_next = IDLE;	
				   comp= 8'dx;		
				end 			
		end
		S1:
		begin   
				    j = 8'd0;
				    hash = 8'd0;
				    state_next = S2;
		end 
		S2:
		begin
				for(j=0;j<8;j=j+1)
				begin
					hash = S[hash ^ msg[j]];
				end 
				state_next = S3;				
		end 
		S3:
		begin
				comp = 8'd1;
		end 
		default:
		      hash = 8'd0;
	endcase 
end
assign out = (comp==8'd1) ? hash : 8'd0; 
endmodule
```

## ./run.sh

```bash
#!/bin/bash
# OpenROAD 26Q1-2900-gdf79404cd8, Yosys 0.63+post, stock flow scripts
make -C /OpenROAD-flow-scripts/flow DESIGN_CONFIG=/design/flow/config.mk WORK_HOME=/design/flow/orfs finish
```

==> flow_metrics.py <==
# Generated from Yosys and OpenROAD reports
metrics = {
    "critical_path": {
        "crit_slowest_cell": "dfstp_2",
        "cp_max_fo": 4,
        "crit_type": "flop to flop",
        "required_ns": 1.16,
        "crit_buf_inv": 0,
        "end_kind": "flop",
        "startpoint": "state[0]$_DFF_PP1_",
        "cp_cell_sequence": "nor2b_1",
        "worstSetupStartpointType": "flop",
        "r2r-start": "state[0]$_DFF_PP1_",
        "r2r_slack_ns": 0.27,
        "max_stage_delay_ns": 0.53,
        "critPathTopFamily": "flip-flops",
        "critPathArrivalTime_ns": 0.89,
    },
    "drt": {
        "drc_errors": 0,
        "drt_pass1_iterations": 2,
        "n_antenna_cell": 0,
        "wirelength_um": 649,
        "ant_nets": 0,
        "wire_per_inst_um": 6.76,
        "drtIter0Drc": 3,
        "vias": 247,
        "viasPerCell": 2.57,
    },
    "pwr": {
        "leakage_uw": 0.000251,
        "pwr_density_cell_mw_per_mm2": 695,
        "ir_worst_vdd_mv": 0.495,
    },
    "final_timing": {
        "finalHoldViolCount": 0,
        "worst_slew_pin_slew_ns": 0.214,
        "skew_ns": 0.00908,
        "fin_crit_sh": 0.725,
        "final.min_clock_period_ns": 0.725,
        "final.setup.tns_ns": 0,
        "holdWs_ns": 0.136,
        "untimed_endpoints": 17,
        "unclocked_regs": 9,
        "slew_viol_final": 0,
        "max_freq_ghz": 1.38,
        "worst_slack_ns": 0.275,
        "max_slew_margin": 0.858,
        "setup_viol": 0,
        "rsz0062_at_grt": "false",
    },
    "die": {
        "fp-utilization": 0.110,
        "ios": 11,
        "fp.coreArea_mm2": 0.00342,
        "rows": 21,
        "die-width_um": 80,
        "dieArea_mm2": 0.00640,
        "die_y_um": 80,
    },
    "finish": {
        "fillers": 392,
        "seqCellArea_um2": 236,
        "layout_top_cell": "clkdlybuf4s50_1",
        "final_cell_mix": "clkdlybuf4s50_1 (10), and2_1 (9), dlxtn_1 (9)",
        "area_delta_synth_final_pct": 51.2,
        "finalNonFillerCells": 96,
        "drive_gt1_frac": 0.180,
        "area.combinational_um2": 134,
    },
    "clock_network": {
        "cts_max_path_buffers": 2,
        "clockRootBuffer": "clkbuf_4",
        "cts_hold_buf": 0,
        "cts_max_level": 1,
        "clk_pin_slew_ns": 0.04,
        "post-cts-setup-buffers": 0,
        "cts_buffers": 3,
        "insertion_delay_ns": 0.24,
        "cts_resized": 0,
        "cts_tree": "built",
    },
    "place": {
        "numPortBuffers": 10,
        "dp_slack_ns": 0.116,
        "gp_congestion": 0.653,
        "place_inst": 92,
    },
    "synth": {
        "yosys_area_um2": 374,
        "ys_ff": 13,
        "syn_area_um2": 374,
        "ys_cells": 35,
        "syn_avg_cell_area_um2": 10.7,
        "synthDistinctLibCells": 9,
        "synthCells": 35,
        "ys_warn_count": 233,
    },
    "global_routing": {
        "grt_max_degree": 9,
        "grt-ovfl-total": 0,
        "grt_use_total": 0.0210,
        "grt_first_pass_wirelength_mm": 1.07,
        "grt_pass1_vias": 247,
        "antenna_found_initial": 0,
    },
    "run_status": {
        "status": "finished clean",
    },
    "worst_hold_path": {
        "hp-class": "input pin to async pin",
    },
    "flow_run": {
        "warning_count": 25,
        "drv_cap": 0,
    },
}
[final cells by class]
type                    instances  area share
multi-input cells              21       0.237
well taps                      46       0.102
flip-flops and latches         13       0.418
inverters                       1     0.00664
repair buffers                 11       0.190
clock buffers                   4      0.0465
[cell usage after synthesis, drive strengths merged]
library cell / instances / share of area
and2: 13 / 0.23
dfrtp: 3 / 0.20
dfstp: 1 / 0.070
dlxtn: 9 / 0.36
inv: 1 / 0.010
nor2: 1 / 0.010
nor2b: 5 / 0.084
or2: 2 / 0.033
[registers in the layout (all words and copies together) (netlist names)]
name,count
state,4
comp,1
hash,8
[per-layer routing]
metal | vias up | global-route usage | part of all wire
met1 | 102 | 0.0246 | 0.44
li1 | 136 | - | -
met3 | 0 | 0.0182 | 0.14
met2 | 9 | 0.0289 | 0.42
met5 | - | 0 | 0
met4 | 0 | 0.00352 | 0
[power by group]
part / switching, uW / leakage, uW / internal [uW] / total [uW]
clock network: 69.5 / 0.0000150 / 150 / 219
logic: 3.85 / 0.000115 / 7.04 / 10.9
registers: 0 / 0.000121 / 163 / 163
[stage by stage]
stage	area, um2	power (uW)	utilization
after floorplan	374	168	-
after global placement	539	176	0.158
after detailed placement	539	176	0.158
after CTS	566	407	0.166
after global routing	566	417	0.166
final	566	393	0.166
[worst paths after layout]
check,end,cells after the start
setup / recovery,state[0]$_DFF_PP1_,1
hold / removal,state[3]$_DFF_PP0_,2
setup reg to reg,state[0]$_DFF_PP1_,1
hold reg to reg,state[1]$_DFF_PP0_,0
max in group asynchronous,state[0]$_DFF_PP1_,2
min in group clk0,state[1]$_DFF_PP0_,0
[kinds of logic (layout without fill, tap and decap cells)]
family                 Yosys count  in the layout  share of synthesized area
latches                          9              9                      0.361
flip-flops                       4              4                      0.271
AND/OR/NAND/NOR                 21             21                      0.358
buffers and inverters            1             16                     0.0100
Power is estimated from default activity; no workload was simulated.
